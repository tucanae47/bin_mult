File: /design/flow/config.mk
export PLATFORM = sky130hd
export DESIGN_NAME = wb_top_bin_mult
export DESIGN_NICKNAME = wb_top_bin_mult
export VERILOG_FILES = /design/flow/design.v
export SDC_FILE = /design/flow/constraint.sdc
export NUM_CORES = 4
export LEC_CHECK = 1
export CORE_UTILIZATION = 40
File: /design/flow/constraint.sdc
current_design wb_top_bin_mult

set clk_period 6.8
set clk_io_pct 0.2

create_clock -name clk0 -period $clk_period [get_ports {caravel_wb_clk_i}]

set non_clock_inputs [all_inputs -no_clocks]
set_input_delay [expr $clk_period * $clk_io_pct] -clock clk0 $non_clock_inputs
set_output_delay [expr $clk_period * $clk_io_pct] -clock clk0 [all_outputs]
File: /design/flow/design.v
`default_nettype none
`timescale 1ns/1ns
module bin_mult(
    input clk,
    input rst,
    input c_rst,
    input wire [48:0] img ,
    input wire [48:0] w,
    output reg [6:0] popcount_ret
  );
  reg [2:0] index_sel = 3'b0;
  wire [48:0] x_out;
  xnor7 xnor0(
          .img(img[0+:7]),
          .w(w[0+:7]),
          .x_out(x_out[0+:7]));
  xnor7 xnor1(
          .img(img[7+:7]),
          .w(w[7+:7]),
          .x_out(x_out[7+:7]));
  xnor7 xnor2(
          .img(img[14+:7]),
          .w(w[14+:7]),
          .x_out(x_out[14+:7]));
  xnor7 xnor3(
          .img(img[21+:7]),
          .w(w[21+:7]),
          .x_out(x_out[21+:7]));
  xnor7 xnor4(
          .img(img[28+:7]),
          .w(w[28+:7]),
          .x_out(x_out[28+:7]));
  xnor7 xnor5(
          .img(img[35+:7]),
          .w(w[35+:7]),
          .x_out(x_out[35+:7]));
  xnor7 xnor6(
          .img(img[42+:7]),
          .w(w[42+:7]),
          .x_out(x_out[42+:7]));
  wire [6:0] pc_acumulator;
  wire [5:0] trunc_pc;
  assign pc_acumulator = x_out[(index_sel*7)+:7];
  assign trunc_pc = pc_acumulator[5:0];
  wire [192:0] lookup_popcount ;
  assign lookup_popcount = 192'b110101101100101100100011101100100011100011011010101100100011100011011010100011011010011010010001101100100011100011011010100011011010011010010001100011011010011010010001011010010001010001001000;
  reg signed[4:0] popcount;
  wire[3:0] temp;
  assign temp=(lookup_popcount[(trunc_pc*3)+:3]+pc_acumulator[6]);
  always @(temp)
  begin
    popcount = temp;
  end
  always @(posedge clk)
  begin
    if(rst)
    begin
      index_sel <= 0;
      popcount_ret <= 0;
    end
    else
    begin
      if(c_rst)
      begin
        index_sel <= index_sel + 1;
        popcount_ret <= popcount_ret + popcount;
      end
    end
  end
endmodule
`default_nettype none
`timescale 1ns/1ns
module top_bin_mult #(
    parameter BW         = 7
  ) (
    input clk,
    input rst,
    input c_rst,
    input [31:0] data_high,
    input [31:0] data_low,
    output wire [6:0] be_out
  );
  genvar i;
  genvar j;
  genvar k;
  wire [48:0] img;
  wire [48:0] wgt;
  for (i = 0; i < 4; i = i + 1)
  begin: pack_imgh
    assign img[((i + 1) * BW) - 1: i * BW] = data_high[(i * BW)+:7];
  end
  for (j = 3; j > 0; j = j - 1)
  begin: pack_imgl
    assign img[((7 - (j - 1)) * BW) - 1: (7 - j) * BW] = data_low[(j * BW)+:7];
  end
  for (k = 0; k < 7; k = k + 1)
  begin: pack_wgt
    assign wgt[((k + 1) * BW) - 1: k * BW] =  data_low[0+:7];
  end
  bin_mult BE0(.clk(clk),
               .rst(rst),
               .c_rst(c_rst),
               .img(img),
               .w(wgt),
               .popcount_ret(be_out));
endmodule
`default_nettype none
`timescale 1ns/1ns
module wb_top_bin_mult #(
    parameter   [31:0]  BASE_ADDRESS    = 32'h3000_0000         
)(
    input wire          caravel_wb_clk_i,        
    input wire          caravel_wb_rst_i,        
    input wire          caravel_wb_stb_i,        
    input wire          caravel_wb_cyc_i,        
    input wire          caravel_wb_we_i,         
    input wire  [3:0]   caravel_wb_sel_i,        
    input wire  [31:0]  caravel_wb_dat_i,        
    input wire  [31:0]  caravel_wb_adr_i,        
    output reg          caravel_wb_ack_o,        
    output reg  [31:0]  caravel_wb_dat_o,        
    output wire [6:0] be_out,
    output wire         dbg_caravel_wb_stb
);
    wire clk = caravel_wb_clk_i;
    wire reset = caravel_wb_rst_i;
    assign dbg_caravel_wb_stb = caravel_wb_stb_i;
    reg run;
    reg [32:0] ram_data;
    reg [31:0]  mem_data_high;
    reg [31:0]  mem_data_low;
    always @(posedge clk) begin
        if(reset) begin
        end
        else if(caravel_wb_stb_i && caravel_wb_cyc_i && caravel_wb_we_i && caravel_wb_adr_i == BASE_ADDRESS) begin 
                mem_data_low          <= caravel_wb_dat_i;
        end
        else if(caravel_wb_stb_i && caravel_wb_cyc_i && caravel_wb_we_i && caravel_wb_adr_i == (BASE_ADDRESS + 1)) begin 
                mem_data_high          <= caravel_wb_dat_i;
        end
    end
    always @(posedge clk) begin
        if(reset)
            caravel_wb_dat_o <= 0;
        else if(caravel_wb_stb_i && caravel_wb_cyc_i && !caravel_wb_we_i && caravel_wb_adr_i == BASE_ADDRESS) begin
            caravel_wb_dat_o <= {6'b0, mem_data_low};
        end
        else if(caravel_wb_stb_i && caravel_wb_cyc_i && !caravel_wb_we_i && caravel_wb_adr_i == (BASE_ADDRESS + 1)) begin
            caravel_wb_dat_o <= {6'b0, mem_data_high};
            run             <= 1'b1;
        end
    end
    always @(posedge clk) begin
        if(reset)
            caravel_wb_ack_o <= 0;
        else
            caravel_wb_ack_o <= (caravel_wb_stb_i && (caravel_wb_adr_i == BASE_ADDRESS )) || 
                            (caravel_wb_stb_i && (caravel_wb_adr_i == BASE_ADDRESS + 1)) ;
    end
    top_bin_mult xor_pc (
        .clk(clk),
        .rst(reset),
        .c_rst(run),
        .data_high(mem_data_high),
        .data_low(mem_data_low),
        .be_out(be_out)
    );
endmodule
`default_nettype none
`timescale 1ns/1ns
module xnor7(
    input[6:0] img,
    input[6:0] w,
    output wire[6:0] x_out
    );
    wire [6:0] img_cal;
    assign img_cal[6] = img[6] ;
    assign img_cal[5] = img[5];
    assign img_cal[4] = img[4];
    assign img_cal[3] = img[3];
    assign img_cal[2] = img[2];
    assign img_cal[1] = img[1];
    assign img_cal[0] = img[0];
    assign x_out = img_cal~^w;
endmodule
File: /design/flow/run.sh
#!/bin/bash
# OpenROAD 26Q1-2900-gdf79404cd8, Yosys 0.63+post, stock flow scripts
make -C /OpenROAD-flow-scripts/flow DESIGN_CONFIG=/design/flow/config.mk WORK_HOME=/design/flow/orfs finish
==> metrics.cfg <==
[yosys]
ys.flop_type=edfxtp_1
yosysWarningCount=2
top_area_frac=0.396
syn_inst=403
syn_area_per_cell_um2=12.1
synthArstFlopShare=0
ys_seq_elements=107
mux_share=0.0664
topCellsByArea=edfxtp_1 (40%), dfxtp_1 (18%), o221ai_1 (5.8%)
netlist_area_um2=4860
synth_top_cell_by_area=edfxtp_1
synth.distinct_cells=54
adder_share=0.0263
xor_share=0.0448
edf_count=64
yosysCellCount=403
ys_sh_simple=0.111
yosys_area_um2=4860
aoi_share=0.137
yosysSeqAreaShare=0.573
logic_family=AND-OR/OR-AND gates

[power]
powerDensity_nw_per_um2=226
irDropWorstVdd_mv=0.171
p_leak_nw=2.10

[setup_path]
critPathMaxFanout=19
cp-end-kind=flip-flop
cp.arrival_ps=4350
required_ps=7010
reg2reg_setup_slack_ps=2660
r2r_end=xor_pc.BE0.popcount_ret[6]
rr_startpoint=xor_pc.BE0.index_sel[0]
path_class=reg2reg
crit_path_start=xor_pc.BE0.index_sel[0]
cp-start-kind=flip-flop
rr_worst_depth=15

[routing]
firstDrtPassIters=15
routed-via-count=3507
routedWlPerCell_um=17.0
drc=0
via_per_inst=5.39
ant_nets=0
n_antenna_cell=0
drtIter0Drc=187
finalWirelength_mm=11.0

[cells_and_area]
finish.instance_area_um2=6340
final_cells=651
drive_gt1_frac=0.0846
fin_util=0.546
area_delta_synth_final_pct=30.5
mostFrequentLayoutCells=clkdlybuf4s50_1 (109), edfxtp_1 (64), nand2_1 (44)
lay_top_count=clkdlybuf4s50_1

[run]
log.warning_count=31
timing.max_cap.violations=0

[cts]
numCtsBuffers=9
path_clk_slew_ps=70
ctsHoldBuffers=0
cts_root_buf=clkbuf_16
cts_tree=yes
clock_latency_ps=340
htree_num_levels=3
cts.sinks=107
cts_resized=0
cts_setup_buffers=0
clock_path_buffers=2

[placed_design]
dp_cells=635
dp_slack_ps=2710
dpl_cell_area_um2=6040
dp_hpwl_mm=7.38
portBuffers=109
place_congestion=0.773

[die]
die_height_um=112
ioPinCount=114
chip_area_um2=12600
initial_core_util=0.418
coreArea_um2=11600
rows=39
die_w_um=112

[sta]
fmax_ghz=0.242
setup_ws_ps=2660
finalSetupViolations=0
final-hold-violation-count=0
fin_crit_sh=0.608
finalMaxSlewViolations=0
worst_pin_slew_ps=727
finalSetupTns_ps=0
slew_headroom=0.515
period_minus_slack_ps=4140
worst_clock_skew_ps=7.47
rsz0062_at_grt=false

[worst_hold_path]
min_path_type=reg2reg
worstHoldPathCells=2
hp-start=caravel_wb_dat_o[3]
whs_endpoint=caravel_wb_dat_o[3]

[global_routing]
grt_pass1_wl_mm=18.1
grt_usage=0.195
grt_max_degree=44
antenna_found_initial=0
first_global_vias=3468
grt_overflow=0

[run_status]
outcome=finished, final reports clean

-- critical path, stage by stage (launching register included) --
cell and delay (ps):
dfxtp_1 710, buf_4 340, mux2i_1 260, xnor2_1 80
o32ai_1 330, nor2_1 180, xor2_1 360, xnor2_1 190
mux2i_1 130, fa_1 450, fa_1 430, a21oi_1 170
nor2b_1 80, nand3_1 100, xor2_1 150, nor2_1 50
-- registers in the layout, indices dropped and copies added, names as in the netlist --
name and cells:
xor_pc.BE0.index_sel 3, xor_pc.BE0.popcount_ret 7, mem_data_low 32, caravel_wb_dat_o 32
caravel_wb_ack_o 1, mem_data_high 32
-- worst max-delay path by stage --
stage	endpoint	slack, ps	cells after the start
finish	xor_pc.BE0.popcount_ret[6]	2660	15
global route	xor_pc.BE0.popcount_ret[6]	2290	15
CTS	xor_pc.BE0.popcount_ret[6]	2680	15
-- per-stage QoR --
stage	hold WS (ps)	power [mW]
after floorplan	417	0.857
after global placement	440	0.939
after detailed placement	444	0.944
after CTS	454	1.45
after global routing	474	1.50
final	452	1.43
-- cell usage after synthesis (all sizes together) (5+ instances only) --
cell type	n
xor2	9
edfxtp	64
o22ai	5
nand2	44
inv	8
a21oi	37
and3b	5
clkbuf	19
nor2	11
dfxtp	43
o221ai	33
nor4	8
mux2i	24
nor3b	8
ha	7
xnor2	15
buf	11
nor2b	6
-- report_power, final --
part | switching (mW) | internal [mW] | total, mW | leakage, nW
Clock | 0.240 | 0.266 | 0.505 | 0.142
Sequential | 0.0149 | 0.698 | 0.713 | 0.923
Combinational | 0.0895 | 0.126 | 0.215 | 1.04
-- final cells by class --
cell class,instances,area [um^2]
flip-flops and latches,107,2780
clock inverters,6,58.8
multi-input cells,257,1880
fillers,994,5280
repair buffers,119,1170
inverters,9,33.8
clock buffers,10,239
well taps,143,179
-- layer usage --
metal	wire length [um]	share of wire	up-vias	global-route usage
met4	124	0.011	0	0.0169
met1	4890	0.44	1681	0.300
met2	5310	0.48	98	0.300
met5	0	0	-	0
li1	-	-	1718	-
met3	708	0.064	10	0.0649
-- kinds of logic after synthesis --
| family | Yosys count |
|---|---|
| adder cells (fa/ha/maj) | 9 |
| XOR/XNOR | 24 |
| buffers and inverters | 39 |
| AND/OR/NAND/NOR | 103 |
| AND-OR/OR-AND | 93 |
| multiplexers | 28 |
| flip-flops | 107 |
Power is estimated from default activity; no workload was simulated.
